File: flow/design.v
package rv32i_types;
typedef enum bit [6:0] {
    op_lui   = 7'b0110111,  
    op_auipc = 7'b0010111,  
    op_jal   = 7'b1101111,  
    op_jalr  = 7'b1100111,  
    op_br    = 7'b1100011,  
    op_load  = 7'b0000011,  
    op_store = 7'b0100011,  
    op_imm   = 7'b0010011,  
    op_reg   = 7'b0110011,  
    op_csr   = 7'b1110011   
} rv32i_opcode;
typedef enum bit [2:0] {
    beq  = 3'b000,
    bne  = 3'b001,
    blt  = 3'b100,
    bge  = 3'b101,
    bltu = 3'b110,
    bgeu = 3'b111
} branch_funct3_t;
typedef enum bit [2:0] {
    lb  = 3'b000,
    lh  = 3'b001,
    lw  = 3'b010,
    lbu = 3'b100,
    lhu = 3'b101
} load_funct3_t;
typedef enum bit [2:0] {
    sb = 3'b000,
    sh = 3'b001,
    sw = 3'b010
} store_funct3_t;
typedef enum bit [2:0] {
    add  = 3'b000,  
    sll  = 3'b001,
    slt  = 3'b010,
    sltu = 3'b011,
    axor = 3'b100,
    sr   = 3'b101,  
    aor  = 3'b110,
    aand = 3'b111
} arith_funct3_t;
typedef enum bit [2:0] {
    alu_add = 3'b000,
    alu_sll = 3'b001,
    alu_sra = 3'b010,
    alu_sub = 3'b011,
    alu_xor = 3'b100,
    alu_srl = 3'b101,
    alu_or  = 3'b110,
    alu_and = 3'b111
} alu_ops;
typedef struct packed {
	alu_ops aluop;
	branch_funct3_t cmpop;
	logic load_regfile;
	logic [1:0] pc_mux_sel;
	logic [2:0] regfilemux_sel;
	logic [2:0] byte_mux_sel;
	logic [2:0] half_mux_sel;
	logic cmpmux_sel;
	logic alumux1_sel;
	logic [2:0] alumux2_sel;
} rv32i_control_word;
typedef logic [31:0] rv32i_word;
typedef logic [4:0] rv32i_reg;
typedef logic [3:0] rv32i_mem_wmask;
endpackage : rv32i_types
module L2_data_array #(
    parameter s_index = 3,
    parameter s_offset = 5
)
(
    clk,
    read,
    write_en,
    rindex,
    windex,
    datain,
    dataout
);
localparam s_mask   = 2**s_offset;
localparam s_line   = 8*s_mask;
localparam num_sets = 2**s_index;
input clk;
input read;
input [s_mask-1:0] write_en;
input [s_index-1:0] rindex;
input [s_index-1:0] windex;
input [s_line-1:0] datain;
output logic [s_line-1:0] dataout;
logic [s_line-1:0] data [num_sets-1:0]  ;
initial
begin
    for (int i = 0; i < num_sets; i++)
    begin
        data[i] = 1'b0;
    end
end
always_comb
begin
    if (read)
        for (int i = 0; i < s_mask; i++)
           dataout[8*i +: 8] = (write_en[i] & (rindex == windex)) ? datain[8*i +: 8] : data[rindex][8*i +: 8];
	 else
        for (int i = 0; i < s_mask; i++)
           dataout[8*i +: 8] = 0;
end
always_ff @(posedge clk)
begin
    for (int i = 0; i < s_mask; i++)
    begin
		data[windex][8*i +: 8] <= write_en[i] ? datain[8*i +: 8] : data[windex][8*i +: 8];
    end
end
endmodule : L2_data_array
File: flow/run.sh
#!/bin/bash
# OpenROAD 26Q1-2900-gdf79404cd8, Yosys 0.63+post, stock flow scripts
make -C /OpenROAD-flow-scripts/flow DESIGN_CONFIG=/design/flow/config.mk WORK_HOME=/design/flow/orfs finish
File: flow/config.mk
export PLATFORM = sky130hd
export DESIGN_NAME = L2_data_array
export DESIGN_NICKNAME = L2_data_array
export VERILOG_FILES = /design/flow/design.v
export SDC_FILE = /design/flow/constraint.sdc
export NUM_CORES = 4
export LEC_CHECK = 1
export CORE_UTILIZATION = 30
File: flow/constraint.sdc
current_design L2_data_array

set clk_period 4.6
set clk_io_pct 0.2

create_clock -name clk0 -period $clk_period [get_ports {clk}]

set non_clock_inputs [all_inputs -no_clocks]
set_input_delay [expr $clk_period * $clk_io_pct] -clock clk0 $non_clock_inputs
set_output_delay [expr $clk_period * $clk_io_pct] -clock clk0 [all_outputs]
==> flow_results.xml <==
<?xml version="1.0" encoding="UTF-8"?>
<metrics>
  <group name="critical_path">
    <metric name="cp-start-kind" unit="">primary input</metric>
    <metric name="worst-setup-path-type" unit="">in2out</metric>
    <metric name="timing.critical_path.to_type" unit="">output pin</metric>
    <metric name="critical_path_buf_inv_count" unit="">3</metric>
    <metric name="worst_path_largest_cell_delay" unit="ns">0.56</metric>
    <metric name="critPathMostFrequentCell" unit="">sky130_fd_sc_hd__clkdlybuf4s50_1</metric>
    <metric name="crit_chain" unit="">clkdlybuf4s50_1 -&gt; xnor2_4 -&gt; buf_12 -&gt; nand4_4 -&gt; a21oi_1 -&gt; clkdlybuf4s50_1</metric>
    <metric name="worst_path_dominant_cell_family" unit="">buffers and inverters</metric>
    <metric name="critical_path.slowest_cell" unit="">sky130_fd_sc_hd__clkdlybuf4s50_1</metric>
    <metric name="critical_path.max_fanout" unit="">16</metric>
    <metric name="required" unit="ns">3.68</metric>
    <metric name="critical_path_arrival" unit="ns">3.53</metric>
  </group>
  <group name="finish">
    <metric name="sequential_cell_area" unit="µm²">61500</metric>
    <metric name="mostFrequentLayoutCell" unit="">sky130_fd_sc_hd__edfxtp_1</metric>
    <metric name="final_util" unit="%">36.38</metric>
    <metric name="lay_top_cells" unit="">sky130_fd_sc_hd__edfxtp_1 (2048), sky130_fd_sc_hd__clkdlybuf4s50_1 (547), sky130_fd_sc_hd__mux4_2 (512), sky130_fd_sc_hd__o21ai_0 (256), sky130_fd_sc_hd__and2_1 (256)</metric>
    <metric name="post_route_cells_drive_above_1_share" unit="%">20.95</metric>
    <metric name="final.fill_count" unit="">24377</metric>
    <metric name="synthesis_to_layout_area_growth" unit="%">20.12</metric>
    <metric name="combGateArea" unit="µm²">19100</metric>
    <metric name="largest_registers" unit="">data: 2048 flops</metric>
    <metric name="largest_reg_flops" unit="">2048</metric>
    <metric name="top_register" unit="">data</metric>
    <metric name="final_area" unit="µm²">98840</metric>
  </group>
  <group name="timing">
    <metric name="period_needed" unit="ns">4.448</metric>
    <metric name="maxClockFrequency" unit="GHz">0.2248</metric>
    <metric name="finalSetupViolCount" unit="">0</metric>
    <metric name="final.period_utilization" unit="%">96.69</metric>
    <metric name="setup_repair_after_global_routing_missed_its_margin" unit="">true</metric>
    <metric name="timing_hold_violations_final" unit="">0</metric>
    <metric name="timing_worst_slew_pin_value" unit="ns">0.6936</metric>
    <metric name="final-max-slew-violation-count" unit="">0</metric>
    <metric name="normalized_max_slew_margin" unit="%">52.44</metric>
  </group>
  <group name="synthesis">
    <metric name="mapped_avg_cell_area" unit="µm²">21.28</metric>
    <metric name="yosys_warning_total" unit="">1</metric>
    <metric name="synth.distinct_cells" unit="">21</metric>
    <metric name="syn-cell-area" unit="µm²">82280</metric>
    <metric name="ys_flops" unit="">2048</metric>
    <metric name="ys_cells" unit="">3867</metric>
    <metric name="post-synth-top-area-cell" unit="">sky130_fd_sc_hd__edfxtp_1</metric>
    <metric name="synth_chip_area" unit="µm²">82280</metric>
    <metric name="post_synth_inst_count" unit="">3867</metric>
    <metric name="synthTopCellsByArea" unit="">sky130_fd_sc_hd__edfxtp_1 (75%), sky130_fd_sc_hd__mux4_2 (14%), sky130_fd_sc_hd__mux2i_1 (3.1%), sky130_fd_sc_hd__and2_1 (1.9%), sky130_fd_sc_hd__a21oi_1 (1.6%)</metric>
    <metric name="ys_seq_share" unit="%">74.74</metric>
    <metric name="yosysTopAreaCellShare" unit="%">74.74</metric>
  </group>
  <group name="placed_design">
    <metric name="placement.io_buffers" unit="">551</metric>
    <metric name="post_dp_cell_area" unit="µm²">92100</metric>
    <metric name="place.detailed.hpwl" unit="mm">130.1</metric>
    <metric name="routabilityCongestion" unit="">0.8030</metric>
  </group>
  <group name="routing">
    <metric name="detail_route.wl_per_cell" unit="µm">24.03</metric>
    <metric name="antenna_violating_nets_post_route" unit="">0</metric>
    <metric name="dr_total_vias" unit="">40011</metric>
    <metric name="sum_of_routed_wire_length_over_all_layers" unit="mm">199.1</metric>
    <metric name="drt_first_iter_violations" unit="">2130</metric>
    <metric name="drc_errors" unit="">0</metric>
    <metric name="drt-vias-per-instance" unit="">4.829</metric>
    <metric name="drt_pre_antenna_iters" unit="">7</metric>
  </group>
  <group name="power">
    <metric name="share_seq_of_total_power" unit="%">52.1</metric>
    <metric name="switching_power" unit="mW">8.888</metric>
    <metric name="power_leakage" unit="nW">31.16</metric>
    <metric name="total_power" unit="mW">40.87</metric>
    <metric name="switching_share" unit="%">21.75</metric>
    <metric name="logic_pwr_share" unit="%">7.9</metric>
    <metric name="cell_internal_pwr" unit="mW">31.98</metric>
    <metric name="vdd.ir_drop.worst" unit="V">0.0003029</metric>
    <metric name="p_clk_share" unit="%">39.9</metric>
    <metric name="pwr_density_cell" unit="nW/µm²">413.4</metric>
  </group>
  <group name="die">
    <metric name="placeableCoreArea" unit="µm²">271700</metric>
    <metric name="dieArea" unit="µm²">276400</metric>
    <metric name="die.size.x" unit="µm">525.7</metric>
    <metric name="row_count" unit="">191</metric>
    <metric name="io_pins" unit="">552</metric>
    <metric name="floorplan.initialDensity" unit="%">30.28</metric>
    <metric name="die-height" unit="µm">525.7</metric>
  </group>
  <group name="flow_run">
    <metric name="maxCapViolCount" unit="">0</metric>
    <metric name="openroad.warnings" unit="">27</metric>
  </group>
  <group name="cts">
    <metric name="clock-sinks" unit="">2048</metric>
    <metric name="cts_inserted_buffers" unit="">211</metric>
    <metric name="clock_tree_from_tritoncts" unit="">yes</metric>
    <metric name="clock_input_transition_at_the_sequential_cells_of_the_worst_setup_and_hold_paths" unit="ns">0.06</metric>
    <metric name="h_tree_level_count" unit="">4</metric>
    <metric name="clock_tree.buffer_depth" unit="">4</metric>
    <metric name="root_buffer" unit="">sky130_fd_sc_hd__clkbuf_16</metric>
    <metric name="cts_hold_bufs" unit="">0</metric>
  </group>
  <group name="worst_hold_path">
    <metric name="hold_path_class" unit="">in2reg</metric>
  </group>
  <group name="status">
    <metric name="run_status" unit="">finished, final reports clean</metric>
  </group>
  <group name="grt">
    <metric name="first_global_vias" unit="">43478</metric>
    <metric name="antenna_violations_before_repair" unit="">15</metric>
    <metric name="largest_net_degree_at_the_start_of_global_routing" unit="">83</metric>
    <metric name="total_overflow_reported_by_the_global_router" unit="">0</metric>
    <metric name="grt_pass1_wl" unit="mm">290.1</metric>
    <metric name="gr-usage-all-layers" unit="%">15.38</metric>
  </group>
</metrics>
[per-layer routing]
| metal | vias to the layer above | GRT usage (%) | wire, µm |
|---|---|---|---|
| li1 | 17525 | - | - |
| met1 | 20004 | 18.09 | 68220 |
| met2 | 2185 | 24.10 | 97260 |
| met3 | 293 | 9.800 | 28400 |
| met4 | 4 | 3.359 | 5105 |
| met5 | - | 0.3290 | 80 |
[worst paths after layout]
check	end	cells after the start	from	slack (ns)
worst max-delay path	dataout[217]	6	windex[0]	0.15
worst min-delay path	data[6][202]$_DFFE_PP_	1	datain[202]	0.79
[power groups by stage]
stage | Combinational [mW] | Clock, mW | Sequential [mW]
finish | 3.25 | 16.3 | 21.3
global route | 3.52 | 17.4 | 21.3
CTS | 3.32 | 16.7 | 21.3
[stage by stage]
stage | instances | hold WS [ns] | setup TNS, ns | setup WS [ns]
floorplan | 3867 | 1.019 | 0 | 1.605
global placement | 7880 | 1.673 | -0.1440 | -0.07594
detailed placement | 7880 | 1.686 | 0 | 0.01436
CTS | 8262 | 0.7072 | 0 | 0.02301
global route | 8269 | 0.7593 | 0 | 0.0007072
finish | 8285 | 0.7944 | 0 | 0.1521
[cell families (layout without fill, tap and decap cells)]
logic type                after synthesis  after routing  synth area share [%]
DFF                                  2048           2048                 74.74
muxes                                 768            768                 17.13
AOI/OAI and AO/OA                     512            512                 3.114
and+or+nand+nor                       297            297                 2.809
buffers and inverters                 239           1064                 2.109
xor gates and xnor gates                3              3                0.1004
other                                   0             23                     0
[final cells by class]
cell class                 count  share of cell area (%)
multi-input combinational   1580                   19.33
sequential                  2048                   62.22
timing repair buffer         684                   7.141
clock buffer                 251                   5.537
antenna                       23                 0.05823
tap                         3570                   4.519
clock inverter               129                   1.198
[cells in the mapped netlist (all sizes together)]
master and instances:
o21ai 256, nor2 1, mux4 512, a21oi 256, mux2i 256, nor3 1, edfxtp 2048, xnor2 3
and3 1, and2 256, nor3b 3, nand2 1, clkbuf 55, nand4 32, and3b 2, buf 184
[timing repair]
| item | 4_1_cts | 5_1_grt |
|---|---|---|
| setup buffers | 2 | 0 |
| setup endpoints to repair | 1 | 4 |
| pin swaps | 1 | 0 |
| resized | 0 | 4 |
Power is estimated from default activity; no workload was simulated.
