==> /design/flow/design.v <==
package rv32i_types;
typedef enum bit [6:0] {
    op_lui   = 7'b0110111,  
    op_auipc = 7'b0010111,  
    op_jal   = 7'b1101111,  
    op_jalr  = 7'b1100111,  
    op_br    = 7'b1100011,  
    op_load  = 7'b0000011,  
    op_store = 7'b0100011,  
    op_imm   = 7'b0010011,  
    op_reg   = 7'b0110011,  
    op_csr   = 7'b1110011   
} rv32i_opcode;
typedef enum bit [2:0] {
    beq  = 3'b000,
    bne  = 3'b001,
    blt  = 3'b100,
    bge  = 3'b101,
    bltu = 3'b110,
    bgeu = 3'b111
} branch_funct3_t;
typedef enum bit [2:0] {
    lb  = 3'b000,
    lh  = 3'b001,
    lw  = 3'b010,
    lbu = 3'b100,
    lhu = 3'b101
} load_funct3_t;
typedef enum bit [2:0] {
    sb = 3'b000,
    sh = 3'b001,
    sw = 3'b010
} store_funct3_t;
typedef enum bit [2:0] {
    add  = 3'b000,  
    sll  = 3'b001,
    slt  = 3'b010,
    sltu = 3'b011,
    axor = 3'b100,
    sr   = 3'b101,  
    aor  = 3'b110,
    aand = 3'b111
} arith_funct3_t;
typedef enum bit [2:0] {
    alu_add = 3'b000,
    alu_sll = 3'b001,
    alu_sra = 3'b010,
    alu_sub = 3'b011,
    alu_xor = 3'b100,
    alu_srl = 3'b101,
    alu_or  = 3'b110,
    alu_and = 3'b111
} alu_ops;
typedef struct packed {
	alu_ops aluop;
	branch_funct3_t cmpop;
	logic load_regfile;
	logic [1:0] pc_mux_sel;
	logic [2:0] regfilemux_sel;
	logic [2:0] byte_mux_sel;
	logic [2:0] half_mux_sel;
	logic cmpmux_sel;
	logic alumux1_sel;
	logic [2:0] alumux2_sel;
} rv32i_control_word;
typedef logic [31:0] rv32i_word;
typedef logic [4:0] rv32i_reg;
typedef logic [3:0] rv32i_mem_wmask;
endpackage : rv32i_types
module data_array #(
    parameter s_index = 3,
    parameter s_offset = 5
)
(
    clk,
    read,
    write_en,
    rindex,
    windex,
    datain,
    dataout
);
localparam s_mask   = 2**s_offset;
localparam s_line   = 8*s_mask;
localparam num_sets = 2**s_index;
input clk;
input read;
input [s_mask-1:0] write_en;
input [s_index-1:0] rindex;
input [s_index-1:0] windex;
input [s_line-1:0] datain;
output logic [s_line-1:0] dataout;
logic [s_line-1:0] data [num_sets-1:0]  ;
logic [s_line-1:0] _dataout;
assign dataout = _dataout;
initial
begin
    for (int i = 0; i < num_sets; i++)
    begin
        data[i] = 1'b0;
    end
end
always_ff @(posedge clk)
begin
    if (read)
        for (int i = 0; i < s_mask; i++)
            _dataout[8*i +: 8] <= (write_en[i] & (rindex == windex)) ? datain[8*i +: 8] : data[rindex][8*i +: 8];
    for (int i = 0; i < s_mask; i++)
    begin
		data[windex][8*i +: 8] <= write_en[i] ? datain[8*i +: 8] : data[windex][8*i +: 8];
    end
end
endmodule : data_array
==> /design/flow/run.sh <==
#!/bin/bash
# OpenROAD 26Q1-2900-gdf79404cd8, Yosys 0.63+post, stock flow scripts
make -C /OpenROAD-flow-scripts/flow DESIGN_CONFIG=/design/flow/config.mk WORK_HOME=/design/flow/orfs finish
==> /design/flow/config.mk <==
export PLATFORM = sky130hd
export DESIGN_NAME = data_array
export DESIGN_NICKNAME = data_array
export VERILOG_FILES = /design/flow/design.v
export SDC_FILE = /design/flow/constraint.sdc
export NUM_CORES = 4
export LEC_CHECK = 1
export CORE_UTILIZATION = 50
==> /design/flow/constraint.sdc <==
current_design data_array

set clk_period 4.0
set clk_io_pct 0.2

create_clock -name clk0 -period $clk_period [get_ports {clk}]

set non_clock_inputs [all_inputs -no_clocks]
set_input_delay [expr $clk_period * $clk_io_pct] -clock clk0 $non_clock_inputs
set_output_delay [expr $clk_period * $clk_io_pct] -clock clk0 [all_outputs]
==> qor.csv <==
stage;metric;value;unit
worst_setup_path;R2R Setup Slk;2.30;ns
clock_tree;clk root buf;clkbuf_16;
yosys;synthesized area;89500;µm²
sta;FMAX;367;MHz
sta;Fin Setup TNS;0;ns
worst_setup_path;Slowest-stage cell, CP;clkdlybuf4s50_1;
outcome;status;finished clean;
placement;dpl cells;6599;
grt;first-pass GRT wire length;292000;µm
detailed_routing;post-route ant nets;0;
grt;initial antenna violation count;53;
grt;GRT overflow;0;
clock_tree;Post-CTS Setup Inserts;0;
pwr;Switch Pwr;10.7;mW
clock_tree;Worst-path clk slew;0.06;ns
floorplan;FP Core Util;0.506;
worst_setup_path;reg-to-reg critical path startpoint;data[7][24]$_DFFE_PP_;
grt;busiest grt layer;met2;
sta;final setup vio count;0;
sta;Slew HR;0.560;
floorplan;die y size;425;µm
clock_tree;post_cts resized;0;
worst_setup_path;Buf/Inv on CP;1;
yosys;yosys stat cell total;3807;
worst_setup_path;RR Endpoint;_dataout[24]$_DFFE_PP_;
floorplan;Die ar.;181000;µm²
clock_tree;Sink Count;2304;
yosys;Avg Inst Size Synth;23.5;µm²
detailed_routing;drt wl/cell;28.3;µm
worst_setup_path;delay-heaviest family, CP;buffers and inverters;
yosys;synthesis area per yosys;89500;µm²
pwr;clock group share of total power;0.398;
final_layout;FILL cells;12326;
detailed_routing;Vias/cell;5.71;
clock_tree;clock tree from TritonCTS;yes;
pwr;Reg power frac;0.533;
floorplan;die width;425;µm
clock_tree;H-tree levels;4;
floorplan;number of core rows;154;
grt;via count of the first global-routing pass;44602;
yosys;ys flops;2304;
detailed_routing;initial DRC count;2035;
detailed_routing;Routed WL;199000;µm
worst_setup_path;Critical Path Sink Type;primary output;
final_layout;Area growth syn-to-layout;17.8;%
clock_tree;CTS Hold Bufs;0;
run;max_cap viols;0;
final_layout;share of cells above drive strength 1;0.306;
detailed_routing;first-pass iteration count of the detailed router;5;
detailed_routing;Vias;40185;
worst_setup_path;Worst setup startpoint;_dataout[155]$_DFFE_PP_;
pwr;Sw Ratio;0.205;
pwr;Max VDD drop;0.398;mV
worst_setup_path;crit path kind;reg2out;
sta;Clock Skews;0.0264;ns
worst_setup_path;crit path max fanout;1;
clock_tree;clock latency at the later pin of the worst-skew pair;0.86;ns
sta;Slew Viols, Final;0;
sta;final hold vios;0;
min_path;Min-Delay Path Class;in2reg;
worst_setup_path;Crit path depth;1;
sta;unrepaired setup endpoints after global routing;no;
placement;Final HPWL DP;124000;µm
pwr;internal power;41.6;mW
worst_setup_path;Crit path arrival time;1.93;ns
floorplan;boundary pin count;552;
grt;met3 usage;0.129;
worst_setup_path;Worst setup SP type;flop;
worst_setup_path;crit path cell chain;clkdlybuf4s50_1;
placement;RD Place Congestion;0.831;
detailed_routing;# DRC;0;
sta;fin crit share;0.682;
worst_setup_path;worst reg2reg path depth;3;
grt;met2 usage;0.385;
pwr;Pwr Density;496;nW/µm²
yosys;Post-synth seq share;0.773;
grt;GRT Util Overall;0.255;
sta;Period minus WS final;2.73;ns
worst_setup_path;CP Capture Point;dataout[155];
run;OpenROAD warning count;27;
clock_tree;Num CTS Buffers;225;
clock_tree;clk buf depth;3;
worst_setup_path;Crit path largest cell delay;0.72;ns
pwr;Pleak;33.6;nW
sta;Slew @ Worst Pin;0.657;ns
yosys;post-synthesis cell type count;17;
pwr;combinational power share;0.069;
floorplan;Core Region;177000;µm²
worst_setup_path;Crit path required time;3.20;ns
placement;I/O Buffers;551;
final_layout;Final Non-Filler Cells;7042;
grt;met1 usage;0.360;
yosys;number of synthesis warnings;1;
yosys;Cells after Synth;3807;
grt;pin count of the biggest net entering global routing;75;
-- how the worst min path moves through the flow --
stage,start,to,slack (ns),depth (start not counted)
finish,read,_dataout[198]$_DFFE_PP_,0.37,1
global route,read,_dataout[195]$_DFFE_PP_,0.33,1
CTS,read,_dataout[198]$_DFFE_PP_,0.30,1
-- stage by stage --
step | area, µm² | total power, mW | setup slack, ns | hold slack, ns | util
after floorplan | 89500 | 30.1 | 1.30 | 0.855 | -
after global placement | 98100 | 32.0 | 0.551 | 0.869 | 0.554
after detailed placement | 98100 | 32.1 | 0.494 | 0.869 | 0.554
after CTS | 105000 | 52.9 | 1.15 | 0.298 | 0.596
after global routing | 105000 | 54.1 | 1.21 | 0.330 | 0.596
final | 105000 | 52.3 | 1.27 | 0.365 | 0.596
-- logic make-up after synthesis --
logic type,share of synthesized area
flops,0.773
mux,0.193
simple gates,0.0208
buf+inv,0.0122
xor+xnor,0.000378
-- state kept, by name, summed over array words and instances, names as in the netlist --
signal	flops
data	2048
_dataout	256
-- cell usage after synthesis, drive strengths merged --
cell type | instances | area share
edfxtp | 2304 | 0.77
mux2 | 512 | 0.064
mux4 | 512 | 0.13
and2 | 256 | 0.018
clkbuf | 94 | 0.0039
buf | 85 | 0.0083
nand4 | 32 | 0.0022
nor3b | 3 | 0.00025
xnor2 | 3 | 0.00038
and3b | 2 | 0.00020
and3 | 1 | 0.000070
nand2 | 1 | 0.000042
nor2 | 1 | 0.000042
nor3 | 1 | 0.000056
-- layout by cell type, fill, tap and decap left out, types with 4 or more instances in the layout --
cell / Yosys / layout
buf_8: 0 / 4
clkinv_2: 0 / 48
bufinv_16: 0 / 24
buf_4: 0 / 36
mux2_2: 512 / 512
clkinv_8: 0 / 4
and2_1: 256 / 256
clkinv_1: 0 / 68
clkbuf_16: 0 / 231
diode_2: 0 / 21
clkbuf_1: 94 / 39
buf_12: 0 / 44
mux4_2: 512 / 512
nand4_1: 32 / 32
edfxtp_1: 2304 / 2304
clkdlybuf4s50_1: 0 / 547
-- power groups by stage --
| stage | Clock, mW | Combinational (mW) | Sequential (mW) |
|---|---|---|---|
| 4_1_cts | 21.3 | 3.68 | 27.9 |
| 5_1_grt | 22.2 | 3.88 | 28.0 |
| 6_report | 20.8 | 3.60 | 27.9 |
-- layout make-up --
class,count,area (µm²),share of cell area
Sequential cell,2304,69200,0.656
Multi-Input combinational cell,1324,19300,0.183
Timing Repair Buffer,631,6690,0.0634
Clock buffer,270,5930,0.0562
Tap cell,2340,2930,0.0278
Clock inverter,152,1370,0.0130
Antenna cell,21,52.6,0.000499
-- metal layers --
metal	part of all wire	wire length, µm
met5	0.0018	356
met2	0.52	103000
met3	0.11	22200
met1	0.33	66300
met4	0.037	7360
Power and IR drop assume default switching activity.
