--- design.v ---
package rv32i_types;
typedef enum bit [6:0] {
    op_lui   = 7'b0110111,  
    op_auipc = 7'b0010111,  
    op_jal   = 7'b1101111,  
    op_jalr  = 7'b1100111,  
    op_br    = 7'b1100011,  
    op_load  = 7'b0000011,  
    op_store = 7'b0100011,  
    op_imm   = 7'b0010011,  
    op_reg   = 7'b0110011,  
    op_csr   = 7'b1110011   
} rv32i_opcode;
typedef enum bit [2:0] {
    beq  = 3'b000,
    bne  = 3'b001,
    blt  = 3'b100,
    bge  = 3'b101,
    bltu = 3'b110,
    bgeu = 3'b111
} branch_funct3_t;
typedef enum bit [2:0] {
    lb  = 3'b000,
    lh  = 3'b001,
    lw  = 3'b010,
    lbu = 3'b100,
    lhu = 3'b101
} load_funct3_t;
typedef enum bit [2:0] {
    sb = 3'b000,
    sh = 3'b001,
    sw = 3'b010
} store_funct3_t;
typedef enum bit [2:0] {
    add  = 3'b000,  
    sll  = 3'b001,
    slt  = 3'b010,
    sltu = 3'b011,
    axor = 3'b100,
    sr   = 3'b101,  
    aor  = 3'b110,
    aand = 3'b111
} arith_funct3_t;
typedef enum bit [2:0] {
    alu_add = 3'b000,
    alu_sll = 3'b001,
    alu_sra = 3'b010,
    alu_sub = 3'b011,
    alu_xor = 3'b100,
    alu_srl = 3'b101,
    alu_or  = 3'b110,
    alu_and = 3'b111
} alu_ops;
typedef struct packed {
	alu_ops aluop;
	branch_funct3_t cmpop;
	logic load_regfile;
	logic [1:0] pc_mux_sel;
	logic [2:0] regfilemux_sel;
	logic [2:0] byte_mux_sel;
	logic [2:0] half_mux_sel;
	logic cmpmux_sel;
	logic alumux1_sel;
	logic [2:0] alumux2_sel;
} rv32i_control_word;
typedef logic [31:0] rv32i_word;
typedef logic [4:0] rv32i_reg;
typedef logic [3:0] rv32i_mem_wmask;
endpackage : rv32i_types
module branch_target_buffer
(
	input clk,
	input load,
	input prev_hit,
	input br_en,
	input [6:0] opcode,
	input [31:0] pc,
	input [31:0] prev_pc,
	input [31:0] target_in,
	output logic hit,
	output logic [31:0] out
);
logic [31:0] pc_data [256];
logic [31:0] target [256];
initial
begin
    for (int i = 0; i < $size(pc_data); i++)
    begin
		pc_data[i] = 32'b0;
		target[i] = 32'b0;
    end
end
always_ff @(posedge clk)
begin
    if (load)
    begin
		if (prev_hit == 1 && br_en == 0 && opcode == 7'b1100011) 
			pc_data[prev_pc[9:2]] <= 32'b0;
		else if (prev_hit == 0 && br_en == 1 && opcode == 7'b1100011) begin
			pc_data[prev_pc[9:2]] <= prev_pc;
			target[prev_pc[9:2]] <= target_in;
		end
    end
end
always_comb
begin
	if (pc_data[pc[9:2]] == pc)
		hit = 1'b1;
	else
		hit = 0;
	out = target[pc[9:2]];
end
endmodule : branch_target_buffer
--- config.mk ---
export PLATFORM = sky130hd
export DESIGN_NAME = branch_target_buffer
export DESIGN_NICKNAME = branch_target_buffer
export VERILOG_FILES = /design/flow/design.v
export SDC_FILE = /design/flow/constraint.sdc
export NUM_CORES = 4
export LEC_CHECK = 1
export CORE_UTILIZATION = 40
export SYNTH_MEMORY_MAX_BITS = 65536
--- constraint.sdc ---
current_design branch_target_buffer

set clk_period 76.5
set clk_io_pct 0.2

create_clock -name clk0 -period $clk_period [get_ports {clk}]

set non_clock_inputs [all_inputs -no_clocks]
set_input_delay [expr $clk_period * $clk_io_pct] -clock clk0 $non_clock_inputs
set_output_delay [expr $clk_period * $clk_io_pct] -clock clk0 [all_outputs]
--- run.sh ---
#!/bin/bash
# OpenROAD 26Q1-2900-gdf79404cd8, Yosys 0.63+post, stock flow scripts
make -C /OpenROAD-flow-scripts/flow DESIGN_CONFIG=/design/flow/config.mk WORK_HOME=/design/flow/orfs finish
==> flow_summary_export.csv <==
group,metric,value,unit
run_status,status,"completed",
sta,worst_pin_slew,1450,ps
run,max-cap-violations,0,
synth,yosys.stat.seqShare,78.6,%
floorplan,die.size.y,1250,um
place,dpl.hpwl,1110000,um
global_routing,busiest_layer,"met2",
setup_path,arrival,25810,ps
floorplan,fp_util,40.1,%
synth,synth_top_area_share,78.6,%
drt,dr_total_vias,294000,
synth,avgSynthCellArea,24.1,um^2
clock_tree,root_buffer,"clkbuf_16",
synth,edf_count,16400,
min_path,worstHoldPathCells,1,
layout,layout-drive-gt1-share,31.1,%
global_routing,overflow,0,
sta,timing.fmax,24.3,MHz
synth,synth_cells,26000,
floorplan,pin_count,140,
sta,rsz0062_at_grt,"no",
sta,fin_setup_tns,0,ps
sta,hold_viol_final,0,
drt,detail_route.vias_per_cell,5.86,
synth,ys.warnings.count,1,
run,warnings,47,
sta,setup_viol,0,
sta,hold_slack,14350,ps
sta,drv_slew,0,
synth,numSynthFlops,16400,
global_routing,grt_util_met1,25.2,%
drt,route.detailed.drc,0,
min_path,worstHoldStart,"target_in[22]",
sta,period_used_share,53.7,%
clock_tree,postCtsHoldBufs,0,
global_routing,grt_usage,26.7,%
drt,first_iter_violations,20600,
place,gp_congestion,0.944,
clock_tree,cts.sinks,16400,
min_path,holdPathEnd,"target[46][22]",
clock_tree,cts_resized,0,
clock_tree,clockBufferDepth,6,
global_routing,grt_first_pass_wirelength,2590000,um
sta,post-route-min-period,41110,ps
synth,ys_types,95,
global_routing,grtUsageMet2,36.8,%
layout,lay_top_count,"edfxtp_1",
synth,synthArstFlopShare,0,%
layout,nFillCells,125000,
layout,area_delta_synth_final,14.2,%
global_routing,grt_pass1_vias,325000,
clock_tree,clk_pin_slew_worst_paths,60,ps
setup_path,crit_type,"in2out",
power_and_ir_drop,leakagePower,199,nW
min_path,hp-class,"in2reg",
drt,routed_wl,1890000,um
clock_tree,htree_levels,7,
clock_tree,tritoncts,"done",
synth,synth_area,626000,um^2
floorplan,coreArea,1560000,um^2
synth,yosys_area,626000,um^2
floorplan,chipArea,1570000,um^2
drt,first_pass_iters,5,
setup_path,cp-start-kind,"input port",
floorplan,fp.dieW,1250,um
synth,synth.area.top_cells,"edfxtp_1, mux4_2, mux2i_1, mux4_1, nor2_1",
sta,slew-limit-headroom,3.11,%
setup_path,required,61200,ps
global_routing,grt_use_met3,26.7,%
power_and_ir_drop,ir_drop,0.0215,mV
global_routing,grt_max_degree,138,
clock_tree,cts_setup_buffers,0,
power_and_ir_drop,pwr_density_cell,25.8,nW/um^2
synth,flop_cell,"edfxtp_1",
floorplan,rows,459,
sta,fin_ws,35390,ps
clock_tree,cts_buffers,1673,
drt,wire_per_inst,37.7,um
place,preCtsSetupSlack,35020,ps
setup_path,end_kind,"output port",
global_routing,antenna_found_initial,195,
synth,yosysTopAreaCell,"edfxtp_1",
place,portBuffers,139,
setup_path,crit_fanout,68,
layout,lay_top_cells,"edfxtp_1, mux4_2, clkbuf_16",
synth,ys_cells,26000,
drt,ant_nets,0,
-- where the power goes --
part           total [W]  switching [W]  internal [W]
sequential       0.00980   0.0000000225       0.00980
clock            0.00782        0.00332       0.00451
combinational   0.000775       0.000518      0.000256
-- routing by layer --
metal | up-vias | share of wire [%]
li1 | 117000 | -
met1 | 148000 | 26
met2 | 25000 | 45
met3 | 3879 | 23
met4 | 207 | 6.1
met5 | - | 0.35
-- Yosys cell counts, types with 97 or more instances --
library cell and n:
nor3_1 101, mux4_1 97, buf_1 127, nand2_1 459, o22ai_1 230, edfxtp_1 16400
clkbuf_1 528, buf_6 111, a22oi_1 121, o221ai_1 118, nor2_1 663, a21oi_1 185
nand3_1 149, buf_2 459, mux2i_1 519, buf_4 162, o21ai_0 128, mux4_2 4455
-- layout make-up --
class,count,area [um^2],area share [%]
diodes,278,696,0.0974
clock buffers,2028,43700,6.12
clock inverters,926,8000,1.12
inverters,31,149,0.0208
multi-input cells,8091,130000,18.2
flip-flops and latches,16400,492000,68.9
well taps,20700,26000,3.63
repair buffers,1727,13900,1.94
-- critical path, stage by stage --
cell and delay (ps):
buf_16 350, buf_12 480, buf_4 560, buf_4 580
buf_4 680, buf_4 750, buf_4 600, buf_4 550
buf_4 700, buf_4 690, buf_4 580, buf_4 690
mux4_2 600, mux4_2 550, mux4_2 550, mux4_2 610
clkdlybuf4s50_1 460
-- sequential cells by signal, indices dropped and copies added, names as in the netlist --
name,cells
pc_data,8192
target,8192
-- cell families (layout without fill, tap and decap cells) --
group | count (synthesis) | in the layout | synth area share (%)
AND-OR/OR-AND | 1199 | 1199 | 1.35
XOR/XNOR | 25 | 25 | 0.0350
buffers and inverters | 1490 | 4712 | 1.35
flip-flops | 16400 | 16400 | 78.6
multiplexers | 5116 | 5116 | 17.4
other | 0 | 278 | 0
AND/OR/NAND/NOR | 1751 | 1751 | 1.28
-- how the worst max path moves through the flow --
| stage | from | endpoint | slack, ps | cells after the start |
|---|---|---|---|---|
| CTS | pc[2] | out[26] | 34970 | 17 |
| global route | pc[2] | out[26] | 34380 | 17 |
| finish | pc[2] | out[26] | 35390 | 17 |
-- per-stage QoR --
stage	std cells	power, W	instance area, um^2	util [%]
after floorplan	26000	0.0104	626000	-
after global routing	50100	0.0189	714000	45.8
final	50200	0.0184	714000	45.8
after CTS	49900	0.0185	714000	45.7
after detailed placement	47000	0.0108	662000	42.4
after global placement	47000	0.0108	662000	42.4
Power is estimated from default activity; no workload was simulated.
